`design.v`:
```
module key_original2
  (
   output wire [63:0] k_o
   );
   assign k_o = 64'h8c1f609efca32a78;
 endmodule
module key_permutation1
  (
   input wire [63:0] k_o,
   output wire [55:0] kout
   );
   assign kout[0] = k_o[56];
   assign kout[1] = k_o[48];
   assign kout[2] = k_o[40];
   assign kout[3] = k_o[32];
   assign kout[4] = k_o[24];
   assign kout[5] = k_o[16];
   assign kout[6] = k_o[8];
   assign kout[7] = k_o[0];
   assign kout[8] = k_o[57];
   assign kout[9] = k_o[49];
   assign kout[10] = k_o[41];
   assign kout[11] = k_o[33];
   assign kout[12] = k_o[25];
   assign kout[13] = k_o[17];
   assign kout[14] = k_o[9];
   assign kout[15] = k_o[1];
   assign kout[16] = k_o[58];
   assign kout[17] = k_o[50];
   assign kout[18] = k_o[42];
   assign kout[19] = k_o[34];
   assign kout[20] = k_o[26];
   assign kout[21] = k_o[18];
   assign kout[22] = k_o[10];
   assign kout[23] = k_o[2];
   assign kout[24] = k_o[59];
   assign kout[25] = k_o[51];
   assign kout[26] = k_o[43];
   assign kout[27] = k_o[35];
   assign kout[28] = k_o[62];
   assign kout[29] = k_o[54];
   assign kout[30] = k_o[46];
   assign kout[31] = k_o[38];
   assign kout[32] = k_o[30];
   assign kout[33] = k_o[22];
   assign kout[34] = k_o[14];
   assign kout[35] = k_o[6];
   assign kout[36] = k_o[61];
   assign kout[37] = k_o[53];
   assign kout[38] = k_o[45];
   assign kout[39] = k_o[37];
   assign kout[40] = k_o[29];
   assign kout[41] = k_o[21];
   assign kout[42] = k_o[13];
   assign kout[43] = k_o[5];
   assign kout[44] = k_o[60];
   assign kout[45] = k_o[52];
   assign kout[46] = k_o[44];
   assign kout[47] = k_o[36];
   assign kout[48] = k_o[28];
   assign kout[49] = k_o[20];
   assign kout[50] = k_o[12];
   assign kout[51] = k_o[4];
   assign kout[52] = k_o[27];
   assign kout[53] = k_o[19];
   assign kout[54] = k_o[11];
   assign kout[55] = k_o[3];
 endmodule
module key_permutation2
  (
   input wire [55:0] kin,
   output wire [47:0] kout
   );
   assign kout[0] = kin[13];
   assign kout[1] = kin[16];
   assign kout[2] = kin[10];
   assign kout[3] = kin[23];
   assign kout[4] = kin[0];
   assign kout[5] = kin[4];
   assign kout[6] = kin[2];
   assign kout[7] = kin[27];
   assign kout[8] = kin[14];
   assign kout[9] = kin[5];
   assign kout[10] = kin[20];
   assign kout[11] = kin[9];
   assign kout[12] = kin[22];
   assign kout[13] = kin[18];
   assign kout[14] = kin[11];
   assign kout[15] = kin[3];
   assign kout[16] = kin[25];
   assign kout[17] = kin[7];
   assign kout[18] = kin[15];
   assign kout[19] = kin[6];
   assign kout[20] = kin[26];
   assign kout[21] = kin[19];
   assign kout[22] = kin[12];
   assign kout[23] = kin[1];
   assign kout[24] = kin[40];
   assign kout[25] = kin[51];
   assign kout[26] = kin[30];
   assign kout[27] = kin[36];
   assign kout[28] = kin[46];
   assign kout[29] = kin[54];
   assign kout[30] = kin[29];
   assign kout[31] = kin[39];
   assign kout[32] = kin[50];
   assign kout[33] = kin[44];
   assign kout[34] = kin[32];
   assign kout[35] = kin[47];
   assign kout[36] = kin[43];
   assign kout[37] = kin[48];
   assign kout[38] = kin[38];
   assign kout[39] = kin[55];
   assign kout[40] = kin[33];
   assign kout[41] = kin[52];
   assign kout[42] = kin[45];
   assign kout[43] = kin[41];
   assign kout[44] = kin[49];
   assign kout[45] = kin[35];
   assign kout[46] = kin[28];
   assign kout[47] = kin[31];
 endmodule
module key_shift
   (
    input wire [55:0] kin,
    output wire [55:0] k_out,
    input wire [4:0]roundSel
    );
   wire [27:0] 	l1,l2,l3,l4,l5,l6,l7,l8,l9,l10,l11,l12,l13,l14,l15,l16;
   wire [27:0] 	r1,r2,r3,r4,r5,r6,r7,r8,r9,r10,r11,r12,r13,r14,r15,r16;
    wire [55:0] k1,k2,k3,k4,k5,k6,k7,k8,k9,k10,k11,k12,k13,k14,k15,k16;
    reg [55:0] kout;
    assign k_out = kout;
always_comb
  begin
	case (roundSel)
    1: kout = k1;
    2: kout = k2;
    3: kout = k3;
    4: kout = k4;
    5: kout = k5;
    6: kout = k6;
    7: kout = k7;
    8: kout = k8;
    9: kout = k9;
    10: kout = k10;
    11: kout = k11;
    12: kout = k12;
    13: kout = k13;
    14: kout = k14;
    15: kout = k15;
    16: kout = k16;
    default:
    kout = k1; 
    endcase  
  end  
   assign l1 = {kin[54:28],kin[55]};
   assign l2 = {l1[26:0],l1[27]};
   assign l3 = {l2[25:0],l2[27:26]};
   assign l4 = {l3[25:0],l3[27:26]};
   assign l5 = {l4[25:0],l4[27:26]};
   assign l6 = {l5[25:0],l5[27:26]};
   assign l7 = {l6[25:0],l6[27:26]};
   assign l8 = {l7[25:0],l7[27:26]};
   assign l9 = {l8[26:0],l8[27]};
   assign l10 = {l9[25:0],l9[27:26]};
   assign l11 = {l10[25:0],l10[27:26]};
   assign l12 = {l11[25:0],l11[27:26]};
   assign l13 = {l12[25:0],l12[27:26]};
   assign l14 = {l13[25:0],l13[27:26]};
   assign l15 = {l14[25:0],l14[27:26]};
   assign l16 = {l15[26:0],l15[27]};
   assign r1 = {kin[26:0],kin[27]};
   assign r2 = {r1[26:0],r1[27]};
   assign r3 = {r2[25:0],r2[27:26]};
   assign r4 = {r3[25:0],r3[27:26]};
   assign r5 = {r4[25:0],r4[27:26]};
   assign r6 = {r5[25:0],r5[27:26]};
   assign r7 = {r6[25:0],r6[27:26]};
   assign r8 = {r7[25:0],r7[27:26]};
   assign r9 = {r8[26:0],r8[27]};
   assign r10 = {r9[25:0],r9[27:26]};
   assign r11 = {r10[25:0],r10[27:26]};
   assign r12 = {r11[25:0],r11[27:26]};
   assign r13 = {r12[25:0],r12[27:26]};
   assign r14 = {r13[25:0],r13[27:26]};
   assign r15 = {r14[25:0],r14[27:26]};
   assign r16 = {r15[26:0],r15[27]};
   assign k1 = {l1,r1};
   assign k2 = {l2,r2};
   assign k3 = {l3,r3};
   assign k4 = {l4,r4};
   assign k5 = {l5,r5};
   assign k6 = {l6,r6};
   assign k7 = {l7,r7};
   assign k8 = {l8,r8};
   assign k9 = {l9,r9};
   assign k10 = {l10,r10};
   assign k11 = {l11,r11};
   assign k12 = {l12,r12};
   assign k13 = {l13,r13};
   assign k14 = {l14,r14};
   assign k15 = {l15,r15};
   assign k16 = {l16,r16};
endmodule
module key_wrapper2(
	input wire [4:0] round_number,
	output wire [47:0] kout
);
reg [63:0] k_o;
reg [55:0] k_p1toshift;
reg [55:0] k_shifttop2;
key_original2 KEY_ORIGINAL(
	.k_o(k_o)
);
key_permutation1 KEY_PREMUTATION1(
	.k_o(k_o),
	.kout(k_p1toshift)
);
key_shift KEY_SHIFT(
	.kin(k_p1toshift),
	.k_out(k_shifttop2),
	.roundSel(round_number)
);
key_permutation2 KEY_PERMUTATION2(
	.kin(k_shifttop2),
	.kout(kout)
);
endmodule
```
`run.sh`:
```
#!/bin/bash
# OpenROAD 26Q1-2900-gdf79404cd8, Yosys 0.63+post, stock flow scripts
make -C /OpenROAD-flow-scripts/flow DESIGN_CONFIG=/design/flow/config.mk WORK_HOME=/design/flow/orfs finish
```
`config.mk`:
```
export PLATFORM = sky130hd
export DESIGN_NAME = key_wrapper2
export DESIGN_NICKNAME = key_wrapper2
export VERILOG_FILES = /design/flow/design.v
export SDC_FILE = /design/flow/constraint.sdc
export NUM_CORES = 4
export LEC_CHECK = 1
export CORE_AREA = 10 10 77 77
export DIE_AREA = 0 0 87 87
```
`constraint.sdc`:
```
current_design key_wrapper2

set clk_period 2.8
set clk_io_pct 0.2

create_clock -name clk0 -period $clk_period

set non_clock_inputs [all_inputs -no_clocks]
set_input_delay [expr $clk_period * $clk_io_pct] -clock clk0 $non_clock_inputs
set_output_delay [expr $clk_period * $clk_io_pct] -clock clk0 [all_outputs]
```
==> flow_metrics.env <==
# implementation run metrics
export IMPL_status="completed"
export IMPL_dpl_cell_count=365
export IMPL_core_area_um2=4354
export IMPL_yosys_cells=216
export IMPL_start_kind="input port"
export IMPL_viasPerCell=5.280
export IMPL_fmax_ghz=0.3573
export IMPL_io_pins=53
export IMPL_drtIter0Drc=93
export IMPL_drv_slew=0
export IMPL_endpoint_kind="output pin"
export IMPL_firstDrtPassIters=4
export IMPL_yosysUniqueCellTypes=49
export IMPL_antenna_left=0
export IMPL_powerDensity_nw_per_um2=162.2
export IMPL_post_route_drc_count=0
export IMPL_setup_viol_count_final=0
export IMPL_ff_count=0
export IMPL_die_height_um=87
export IMPL_crit_type="input port to output pin"
export IMPL_slew_headroom=0.6530
export IMPL_place_gp_congestion=0.9316
export IMPL_nClkBuffers=0
export IMPL_grt_pass1_vias=1819
export IMPL_grt_total_usage=0.1399
export IMPL_dieWidth_um=87
export IMPL_ys_chip_area_um2=1220
export IMPL_crit_arrival_ns=2.24
export IMPL_p_leak_nw=1.080
export IMPL_grt_first_pass_wirelength_mm=9.011
export IMPL_finalClockPeriodUsage=0.9995
export IMPL_cp_data_required_time_ns=2.24
export IMPL_nFillCells=407
export IMPL_wl_mm=5.560
export IMPL_io_buffers=53
export IMPL_flop_area_um2=0
export IMPL_comb_area_um2=1144
export IMPL_tool_warnings=33
export IMPL_lay_top_count="buf_4"
export IMPL_rsz0062_at_grt="yes"
export IMPL_ys_warnings_count=1
export IMPL_cap_violations=0
export IMPL_initial_utilization=0.2802
export IMPL_overflow=0
export IMPL_syn_inst=216
export IMPL_period_minus_slack_ns=2.799
export IMPL_layout_drive_gt1_share=0.3291
export IMPL_worstMarginPinSlew_ns=0.5160
export IMPL_hold_violations=0
export IMPL_rows=24
export IMPL_postCtsSetupBuffers=0
export IMPL_synth_area_um2=1220
export IMPL_antenna_found_initial=0
export IMPL_ir_drop_mv=0.07896
export IMPL_routedWlPerCell_um=15.11
export IMPL_num_vias=1943
export IMPL_postSynthSeqShare=0
export IMPL_diodes=0
export IMPL_grt_max_degree=26
export IMPL_dieArea_um2=7569
export IMPL_postSynthAreaPerCell_um2=5.648
export IMPL_hold_class="input port to output pin"
export IMPL_cp_max_fo=13
export IMPL_hpwlAfterDp_mm=4.112
export IMPL_timing_hold_ws_ns=1.716
export IMPL_area_growth_pct=99.28
export IMPL_layout_top_cells="buf_4 (66), clkdlybuf4s50_1 (43), nor2_1 (29), a21oi_1 (24), nand2_1 (23)"
export IMPL_finalNonFillerCells=368
## worst paths after layout
| path | from | to | depth (start not counted) |
|---|---|---|---|
| worst max-delay path | round_number[0] | kout[27] | 6 |
| worst min-delay path | round_number[1] | kout[31] | 5 |
## synthesized netlist by cell type, types with 2 or more instances
cell type | count | share of area
a211oi_1 | 4 | 0.025
clkbuf_1 | 7 | 0.022
nor3b_2 | 2 | 0.021
o21a_1 | 4 | 0.025
a21oi_1 | 26 | 0.11
nor3_1 | 5 | 0.021
or3_1 | 3 | 0.015
nand2_1 | 23 | 0.071
o21ai_0 | 27 | 0.11
buf_2 | 15 | 0.062
xnor2_1 | 2 | 0.014
o22ai_1 | 2 | 0.010
and2b_1 | 2 | 0.012
nand3_1 | 4 | 0.016
o31ai_1 | 2 | 0.012
a221oi_1 | 3 | 0.022
buf_6 | 3 | 0.028
nand2b_1 | 5 | 0.026
nor2b_1 | 6 | 0.031
nor2_1 | 32 | 0.098
a21o_1 | 5 | 0.031
a22oi_1 | 4 | 0.025
a31oi_1 | 3 | 0.015
or2_2 | 2 | 0.010
## where the power goes
group / switching (mW) / leakage (nW) / internal, mW
Clock: 0 / 0 / 0
Sequential: 0 / 0 / 0
Combinational: 0.157 / 1.08 / 0.237
Total: 0.157 / 1.08 / 0.237
## critical path, stage by stage
cell             delay [ns]
clkdlybuf4s15_2        0.22
bufbuf_16              0.29
or3_4                  0.40
a311oi_2               0.27
nor2_1                 0.09
clkdlybuf4s50_1        0.41
## stage by stage
| stage | power, mW | util | setup TNS [ns] | worst slack, ns | area (um^2) |
|---|---|---|---|---|---|
| 2_1_floorplan | 0.1489 | - | 0 | 0.7848 | 1220 |
| 3_3_place_gp | 0.3642 | 0.5172 | -7.147 | -0.2277 | 2252 |
| 3_5_place_dp | 0.3643 | 0.5172 | -7.120 | -0.2387 | 2252 |
| 4_1_cts | 0.3854 | 0.5431 | 0 | 0.005210 | 2365 |
| 5_1_grt | 0.4303 | 0.5583 | -0.05480 | -0.04040 | 2431 |
| 6_report | 0.3942 | 0.5583 | 0 | 0.001478 | 2431 |
## logic make-up (layout without fill, tap and decap cells)
kind of cell           count (synthesis)  after routing  synth area share
AND-OR/OR-AND                         91             91            0.4615
XOR/XNOR                               3              3           0.02154
buffers and inverters                 29            129            0.1261
multiplexers                           1              1          0.008205
AND/OR/NAND/NOR                       92             92            0.3826
## final cells by class
type / count / area share
Timing Repair Buffer: 127 / 0.4997
Multi-Input combinational cell: 187 / 0.4704
Tap cell: 52 / 0.02676
Inverter: 2 / 0.003088
## per-layer routing
layer | vias to the layer above | part of all wire | track usage
li1 | 982 | - | -
met1 | 888 | 0.45 | 0.1908
met2 | 69 | 0.45 | 0.2278
met3 | 4 | 0.091 | 0.03113
met4 | 0 | 0.0076 | 0.01031
met5 | - | 0 | 0
## timing repair
item / CTS / global route
hold buffers: 0 / 0
resized: 17 / 29
pin swaps: 3 / 2
gates cloned: 3 / 0
setup endpoints to repair: 46 / 24
No activity file was given, so power comes from the tool's default toggle rates.
